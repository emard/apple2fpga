`run.sh`:
```
#!/bin/bash
# OpenROAD 26Q1-2900-gdf79404cd8, Yosys 0.63+post, stock flow scripts
make -C /OpenROAD-flow-scripts/flow DESIGN_CONFIG=/design/flow/config.mk WORK_HOME=/design/flow/orfs finish
```
`config.mk`:
```
export PLATFORM = sky130hd
export DESIGN_NAME = spi_ram_btn_v
export DESIGN_NICKNAME = spi_ram_btn_v
export VERILOG_FILES = /design/flow/design.v
export SDC_FILE = /design/flow/constraint.sdc
export NUM_CORES = 4
export LEC_CHECK = 1
export CORE_UTILIZATION = 40
```
`constraint.sdc`:
```
current_design spi_ram_btn_v

set clk_period 5.4
set clk_io_pct 0.2

create_clock -name clk0 -period $clk_period [get_ports {clk}]

set non_clock_inputs [all_inputs -no_clocks]
set_input_delay [expr $clk_period * $clk_io_pct] -clock clk0 $non_clock_inputs
set_output_delay [expr $clk_period * $clk_io_pct] -clock clk0 [all_outputs]
```
`design.v`:
```
module spi_ram_btn_v
#(
  parameter [7:0] c_addr_floppy = 8'hD0,  
  parameter [7:0] c_addr_btn = 8'hFB,  
  parameter [7:0] c_addr_irq = 8'hF1,  
  parameter c_debounce_bits = 20,  
  parameter c_addr_bits = 32,  
  parameter c_sclk_capable_pin = 0  
)
(
  input  wire clk,  
  input  wire csn, sclk, mosi,  
  inout  wire miso,  
  input  wire [6:0] btn,
  output wire irq,   
  input  wire [7:0] floppy_req_type,  
  input  wire floppy_req,  
  input  wire [1:0] floppy_in_drive,
  output wire rd, wr,
  output wire [c_addr_bits-1:0] addr,
  input  wire [7:0] data_in,
  output wire [7:0] data_out
);
  reg R_btn_irq;  
  reg R_floppy_irq;  
  reg R_floppy_req;  
  reg [7:0] R_floppy_req_type;
  reg [6:0] R_btn, R_btn_latch;
  reg R_spi_rd;
  reg [c_debounce_bits-1:0] R_btn_debounce;
  always @(posedge clk)
  begin
    R_spi_rd <= rd;
    if(rd == 1'b0 && R_spi_rd == 1'b1 && addr[c_addr_bits-1:c_addr_bits-8] == c_addr_irq)
    begin  
      R_btn_irq <= 1'b0;
      R_floppy_irq <= 1'b0;
    end
    else  
    begin
      if(floppy_req == 1'b1 && R_floppy_req == 1'b0)
      begin
        R_floppy_req_type <= floppy_req_type;
        R_floppy_irq <= 1'b1;
      end
      R_floppy_req <= floppy_req;
      R_btn_latch <= btn;
      if(R_btn != R_btn_latch && R_btn_debounce[$bits(R_btn_debounce)-1] == 1 && R_btn_irq == 0)
      begin
        R_btn_irq <= 1'b1;
        R_btn_debounce <= 0;
        R_btn <= R_btn_latch;
      end
      else
        if(R_btn_debounce[$bits(R_btn_debounce)-1] == 1'b0)
          R_btn_debounce <= R_btn_debounce + 1;
    end
  end
  wire [7:0] mux_data_in = addr[c_addr_bits-1:c_addr_bits-8] == c_addr_irq ? {R_btn_irq,6'b0,R_floppy_irq}
                         : addr[c_addr_bits-1:c_addr_bits-8] == c_addr_btn ? {1'b0,R_btn}
                         : addr[c_addr_bits-1:c_addr_bits-8] == c_addr_floppy ? R_floppy_req_type
                         : data_in;
  assign irq = R_btn_irq | R_floppy_irq;
  spirw_slave_v
  #(
    .c_sclk_capable_pin(c_sclk_capable_pin),
    .c_addr_bits(c_addr_bits)
  )
  spirw_slave_v_inst
  (
    .clk(clk),
    .csn(csn),
    .sclk(sclk),
    .mosi(mosi),
    .miso(miso),
    .wr(wr),
    .rd(rd),
    .addr(addr),
    .data_in(mux_data_in),
    .data_out(data_out)
  );
endmodule
module spirw_slave_v
#(
  parameter c_addr_bits = 16,
  parameter c_sclk_capable_pin = 0  
)
(
  input  wire clk,  
  input  wire csn, sclk, mosi,  
  inout  wire miso,  
  output wire rd, wr,
  output wire [c_addr_bits-1:0] addr,
  input  wire [7:0] data_in,
  output wire [7:0] data_out
);
  reg [c_addr_bits:0] R_raddr;
  reg [8-1:0] R_byte;
  reg R_request_read;
  reg R_request_write;
  localparam c_count_bits=$clog2(c_addr_bits+8)+1;
  reg [c_count_bits-1:0] R_bit_count;
  generate
    if(c_sclk_capable_pin)
    begin
      always @(posedge sclk or posedge csn)
      begin
        if(csn)
        begin
          R_request_read <= 1'b0;
          R_request_write <= 1'b0;
          R_bit_count <= c_addr_bits+7;  
        end
        else  
          begin
            if(R_request_read)
              R_byte <= data_in;
            else
              R_byte <= { R_byte[8-2:0], mosi };
            if(R_bit_count[c_count_bits-1] == 1'b0)  
            begin
              R_raddr <= { R_raddr[c_addr_bits-1:0], mosi };
              R_bit_count <= R_bit_count - 1;
            end
            else  
            begin
              if(R_bit_count[3:0] == 4'd7)  
                R_raddr[c_addr_bits-1:0] <= R_raddr[c_addr_bits-1:0] + 1;
              if(R_bit_count[2:0] == 3'd1)
                R_request_read <= R_raddr[c_addr_bits];
              else
                R_request_read <= 1'b0;
              if(R_bit_count[2:0] == 3'd0)  
              begin
                if(R_raddr[c_addr_bits] == 1'b0)
                  R_request_write <= 1'b1;  
                R_bit_count[3] <= 1'b0;  
              end
              else
                R_request_write <= 1'b0;
              R_bit_count[2:0] <= R_bit_count[2:0] - 1;
            end  
          end  
      end  
    end  
    else  
    begin
      reg R_mosi;
      reg [1:0] R_sclk;
      always @(posedge clk)
      begin
        R_sclk <= {R_sclk[0], sclk};
        R_mosi <= mosi;
      end
      always @(posedge clk)
      begin
        if(csn)
        begin
          R_request_read <= 1'b0;
          R_request_write <= 1'b0;
          R_bit_count <= c_addr_bits+7;  
        end
        else  
        begin
          if(R_sclk == 2'b01)  
          begin
            if(R_request_read)
              R_byte <= data_in;
            else
              R_byte <= { R_byte[8-2:0], mosi };
            if(R_bit_count[c_count_bits-1] == 1'b0)  
            begin
              R_raddr <= { R_raddr[c_addr_bits-1:0], R_mosi };
              R_bit_count <= R_bit_count - 1;
            end
            else  
            begin
              if(R_bit_count[3:0] == 4'd7)  
                R_raddr[c_addr_bits-1:0] <= R_raddr[c_addr_bits-1:0] + 1;
              if(R_bit_count[2:0] == 3'd1)
                R_request_read <= R_raddr[c_addr_bits];
              else
                R_request_read <= 1'b0;
              if(R_bit_count[2:0] == 3'd0)  
              begin
                if(R_raddr[c_addr_bits] == 1'b0)
                  R_request_write <= 1'b1;  
                R_bit_count[3] <= 1'b0;  
              end
              else
                R_request_write <= 1'b0;
              R_bit_count[2:0] <= R_bit_count[2:0] - 1;
            end  
          end  
        end  
      end  
    end  
  endgenerate
  assign rd   = R_request_read;
  assign wr   = R_request_write;
  assign addr = R_raddr[c_addr_bits-1:0];
  assign miso = csn ? 1'bz : R_byte[8-1];
  assign data_out = R_byte;
endmodule
```
==> results.json <==
{
  "synth_warnings": 3,
  "initCoreUtil_pct": 41.1,
  "clkSinkCount": 99,
  "async_flop_share_pct": 0,
  "yosysUniqueCellTypes": 61,
  "outcome": "did not finish",
  "place_hpwl_microns": 7510,
  "avgSynthCellArea_sq_um": 10.5,
  "num_rows": 42,
  "synth_cells": 517,
  "io_buffer_count": 70,
  "postSynthSeqShare_pct": 51.8,
  "ioPinCount": 74,
  "place_area_sq_um": 6050,
  "cts_max_path_buffers": 2,
  "die_h_microns": 119,
  "edf_count": 84,
  "firstError": "[error] [KeplerFormal.cpp:679] Workflow failed: Iso has multiple drivers: .miso0, miso$_DFFE_PP_.Q0",
  "htree_levels": 3,
  "ys_cells": 517,
  "cts_buffers": 9,
  "syn-cell-area_sq_um": 5450,
  "cts_root_buffer": "clkbuf_16",
  "flop_cell": "edfxtp_1",
  "cts_setup_buffers": 0,
  "haltStage": "clock tree synthesis",
  "numSynthFlops": 99,
  "gp_congestion": 0.794,
  "hold_buffers": 0,
  "yosys_area_sq_um": 5450,
  "die_w_microns": 119,
  "post_cts_resized": 0
}
logic make-up after synthesis:
family,share of synthesized area (%)
buffers and inverters,7.26
AND/OR/NAND/NOR,20.4
XOR/XNOR,4.18
flip-flops,51.8
adder cells (fa/ha/maj),1.38
multiplexers,2.62
AND-OR/OR-AND,12.3
per-stage QoR:
stage                     setup WS, ns  hold slack, ns  total power, mW  util (%)  cells
after floorplan                   1.41           0.368             1.06         -    517
after detailed placement          2.57           0.385             1.12      45.7    708
after global placement            2.62           0.378             1.11      45.7    708
synthesized netlist by cell type (3+ instances only):
library cell / n / area share, %
or3_1: 9 / 1.0
o21a_1: 3 / 0.41
and2_1: 5 / 0.57
a221oi_1: 6 / 0.97
clkbuf_1: 17 / 1.2
buf_4: 33 / 4.5
a21oi_1: 27 / 2.5
edfxtp_1: 84 / 46
inv_1: 12 / 0.83
o21ai_0: 21 / 1.9
xnor2_1: 16 / 2.6
or4_1: 5 / 0.69
a31oi_1: 8 / 0.92
a32o_1: 5 / 0.92
xor2_1: 10 / 1.6
buf_2: 4 / 0.37
nor4_1: 7 / 0.80
nor3_1: 7 / 0.64
dfxtp_1: 15 / 5.5
nor2b_1: 5 / 0.57
mux2i_1: 12 / 2.2
ha_1: 6 / 1.4
nor2_1: 48 / 3.3
nand2_1: 34 / 2.3
nand4_1: 14 / 1.6
nand2b_1: 8 / 0.92
nor3b_1: 3 / 0.41
and4_1: 7 / 1.1
o311ai_0: 3 / 0.48
o211ai_1: 6 / 0.83
and3_1: 9 / 1.0
buf_1: 5 / 0.34
nand3_1: 23 / 2.1
Power and IR drop assume default switching activity.
