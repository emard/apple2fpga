--- flow/design.v ---
module osd
#(
  parameter c_x_start      = 128,
  parameter c_x_stop       = 383,
  parameter c_y_start      = 128,
  parameter c_y_stop       = 383,
  parameter c_x_bits       =  10,
  parameter c_y_bits       =  10,
  parameter c_transparency =   0
)
(
  input  wire clk_pixel, clk_pixel_ena,
  input  wire [7:0] i_r, i_g, i_b,
  input  wire i_hsync, i_vsync, i_blank,
  input  wire i_osd_en,
  input  wire [7:0] i_osd_r, i_osd_g, i_osd_b,
  output wire [c_x_bits-1:0] o_osd_x,
  output wire [c_y_bits-1:0] o_osd_y,
  output wire [7:0] o_r, o_g, o_b,
  output wire o_hsync, o_vsync, o_blank,
  output wire o_osd_en
);
  reg osd_en, osd_xen, osd_yen;
  reg R_xcount_en, R_ycount_en;
  reg R_hsync_prev;
  reg [c_x_bits-1:0] R_xcount; 
  reg [c_y_bits-1:0] R_ycount;  
  reg [c_x_bits-1:0] R_osd_x;
  reg [c_y_bits-1:0] R_osd_y;  
  always @(posedge clk_pixel)
  begin
    if(clk_pixel_ena)
    begin
      if(i_vsync)
      begin
        R_ycount <= 0;
        R_ycount_en <= 0;  
      end
      else
      begin
        if(i_blank == 1'b0)  
          R_ycount_en <= 1'b1;
        if(R_hsync_prev == 1'b0 && i_hsync == 1'b1)
        begin  
          R_xcount <= 0;
          R_xcount_en <= 0;
          if(R_ycount_en)
            R_ycount <= R_ycount + 1;
          if(R_ycount == c_y_start)
          begin
            osd_yen <= 1;
            R_osd_y <= 0;
          end
          if(osd_yen)
            R_osd_y <= R_osd_y + 1;
          if(R_ycount == c_y_stop)
          begin
            osd_yen <= 0;
          end
        end
        else
        begin
          if(i_blank == 1'b0)  
            R_xcount_en <= 1'b1;
          if(R_xcount_en)
            R_xcount <= R_xcount + 1;
          if(R_xcount == c_x_start)
          begin
            osd_xen <= 1;
            R_osd_x <= 0;
          end
          if(osd_xen)
            R_osd_x <= R_osd_x + 1;
          if(R_xcount == c_x_stop)
          begin
            osd_xen <= 0;
          end
        end
        R_hsync_prev <= i_hsync;
      end
      osd_en <= osd_xen & osd_yen;
    end
  end
  reg [7:0] R_vga_r, R_vga_g, R_vga_b;
  reg R_hsync, R_vsync, R_blank;
  generate
  if(c_transparency)
  always @(posedge clk_pixel)
  begin
    if(clk_pixel_ena)
    begin
      if(osd_en & i_osd_en)
      begin
        R_vga_r <= {i_osd_r[7],i_osd_r[6:0]|i_r[7:1]};
        R_vga_g <= {i_osd_g[7],i_osd_g[6:0]|i_g[7:1]};
        R_vga_b <= {i_osd_b[7],i_osd_b[6:0]|i_b[7:1]};
      end
      else
      begin
        R_vga_r <= i_r;
        R_vga_g <= i_g;
        R_vga_b <= i_b;
      end
      R_hsync <= i_hsync;
      R_vsync <= i_vsync;
      R_blank <= i_blank;
    end
  end
  else  
  always @(posedge clk_pixel)
  begin
    if(clk_pixel_ena)
    begin
      if(osd_en & i_osd_en)
      begin
        R_vga_r <= i_osd_r;
        R_vga_g <= i_osd_g;
        R_vga_b <= i_osd_b;
      end
      else
      begin
        R_vga_r <= i_r;
        R_vga_g <= i_g;
        R_vga_b <= i_b;
      end
      R_hsync <= i_hsync;
      R_vsync <= i_vsync;
      R_blank <= i_blank;
    end
  end
  endgenerate
  assign o_osd_x = R_osd_x;
  assign o_osd_y = R_osd_y;
  assign o_r = R_vga_r;
  assign o_g = R_vga_g;
  assign o_b = R_vga_b;
  assign o_hsync = R_hsync;
  assign o_vsync = R_vsync;
  assign o_blank = R_blank;
  assign o_osd_en = osd_en;
endmodule
module spi_osd_v
#(
  parameter  [7:0] c_addr_enable  =  8'hFE,  
  parameter  [7:0] c_addr_display =  8'hFD,  
  parameter        c_start_x      = 64,   
  parameter        c_start_y      = 48,   
  parameter        c_char_bits_x  =  6,   
  parameter        c_chars_y      = 20,   
  parameter        c_bits_x       = 10,   
  parameter        c_bits_y       = 10,   
  parameter        c_init_on      =  1,   
  parameter        c_inverse      =  1,   
  parameter        c_transparency =  1,   
  parameter [23:0] c_bgcolor      = 24'h503020,  
  parameter        c_char_file    = "osd.mem",             
  parameter        c_font_file    = "font_bizcat8x16.mem"  
)
(
  input  wire clk_pixel, clk_pixel_ena,
  input  wire [7:0] i_r,
  input  wire [7:0] i_g,
  input  wire [7:0] i_b,
  input  wire i_hsync, i_vsync, i_blank,
  input  wire i_csn, i_sclk, i_mosi,
  output wire [7:0] o_r,
  output wire [7:0] o_g,
  output wire [7:0] o_b,
  output wire o_hsync, o_vsync, o_blank
);
    localparam c_chars_x = 2**c_char_bits_x;
    reg [7+c_inverse:0] tile_map [0:c_chars_x*c_chars_y-1];  
    initial
      $readmemh(c_char_file, tile_map);
    wire ram_wr;
    wire [31:0] ram_addr;
    wire [7:0] ram_di;
    reg  [7:0] ram_do;
    spirw_slave_v
    #(
        .c_addr_bits(32),
        .c_sclk_capable_pin(1'b0)
    )
    spirw_slave_inst
    (
        .clk(clk_pixel),
        .csn(i_csn),
        .sclk(i_sclk),
        .mosi(i_mosi),
        .wr(ram_wr),
        .addr(ram_addr),
        .data_in(ram_do),
        .data_out(ram_di)
    );
    always @(posedge clk_pixel)
    begin
      if(ram_wr && (ram_addr[31:24] == c_addr_display))
        if(c_inverse)
          tile_map[ram_addr] <= {ram_addr[16],ram_di};  
        else
          tile_map[ram_addr] <= ram_di;
    end
    reg osd_en = c_init_on;
    always @(posedge clk_pixel)
    begin
      if(ram_wr && (ram_addr[31:24] == c_addr_enable))  
        osd_en <= ram_di[0];
    end
    wire [c_bits_x-1:0] osd_x;
    wire [c_bits_y-1:0] osd_y;
    reg [7:0] font[0:4095];
    initial
      $readmemb(c_font_file, font);
    reg [7:0] data_out;
    wire [11:0] tileaddr = {osd_y[c_bits_y-1:4], osd_x[c_char_bits_x+2:3]};
    generate
      if(c_inverse)
        always @(posedge clk_pixel)
          data_out[7:0] <= font[{tile_map[tileaddr], osd_y[3:0]}] ^ {8{tile_map[tileaddr][8]}};
      else
        always @(posedge clk_pixel)
          data_out[7:0] <= font[{tile_map[tileaddr], osd_y[3:0]}];
    endgenerate
    wire [7:0] data_out_align = {data_out[0], data_out[7:1]};
    wire osd_pixel = data_out_align[7-osd_x[2:0]];
    wire [7:0] osd_r = osd_pixel ? 8'hff : c_bgcolor[23:16];
    wire [7:0] osd_g = osd_pixel ? 8'hff : c_bgcolor[15:8];
    wire [7:0] osd_b = osd_pixel ? 8'hff : c_bgcolor[7:0];
    osd
    #(
      .c_x_start(c_start_x),
      .c_x_stop (c_start_x+8*c_chars_x-1),
      .c_y_start(c_start_y),
      .c_x_bits(c_bits_x),
      .c_y_bits(c_bits_y),
      .c_y_stop (c_start_y+16*c_chars_y-1),
      .c_transparency(c_transparency)
    )
    osd_instance
    (
      .clk_pixel(clk_pixel),
      .clk_pixel_ena(clk_pixel_ena),
      .i_r(i_r),
      .i_g(i_g),
      .i_b(i_b),
      .i_hsync(i_hsync),
      .i_vsync(i_vsync),
      .i_blank(i_blank),
      .i_osd_en(osd_en),
      .o_osd_x(osd_x),
      .o_osd_y(osd_y),
      .i_osd_r(osd_r),
      .i_osd_g(osd_g),
      .i_osd_b(osd_b),
      .o_r(o_r),
      .o_g(o_g),
      .o_b(o_b),
      .o_hsync(o_hsync),
      .o_vsync(o_vsync),
      .o_blank(o_blank)
    );
endmodule
module spirw_slave_v
#(
  parameter c_addr_bits = 16,
  parameter c_sclk_capable_pin = 0  
)
(
  input  wire clk,  
  input  wire csn, sclk, mosi,  
  inout  wire miso,  
  output wire rd, wr,
  output wire [c_addr_bits-1:0] addr,
  input  wire [7:0] data_in,
  output wire [7:0] data_out
);
  reg [c_addr_bits:0] R_raddr;
  reg [8-1:0] R_byte;
  reg R_request_read;
  reg R_request_write;
  localparam c_count_bits=$clog2(c_addr_bits+8)+1;
  reg [c_count_bits-1:0] R_bit_count;
  generate
    if(c_sclk_capable_pin)
    begin
      always @(posedge sclk or posedge csn)
      begin
        if(csn)
        begin
          R_request_read <= 1'b0;
          R_request_write <= 1'b0;
          R_bit_count <= c_addr_bits+7;  
        end
        else  
          begin
            if(R_request_read)
              R_byte <= data_in;
            else
              R_byte <= { R_byte[8-2:0], mosi };
            if(R_bit_count[c_count_bits-1] == 1'b0)  
            begin
              R_raddr <= { R_raddr[c_addr_bits-1:0], mosi };
              R_bit_count <= R_bit_count - 1;
            end
            else  
            begin
              if(R_bit_count[3:0] == 4'd7)  
                R_raddr[c_addr_bits-1:0] <= R_raddr[c_addr_bits-1:0] + 1;
              if(R_bit_count[2:0] == 3'd1)
                R_request_read <= R_raddr[c_addr_bits];
              else
                R_request_read <= 1'b0;
              if(R_bit_count[2:0] == 3'd0)  
              begin
                if(R_raddr[c_addr_bits] == 1'b0)
                  R_request_write <= 1'b1;  
                R_bit_count[3] <= 1'b0;  
              end
              else
                R_request_write <= 1'b0;
              R_bit_count[2:0] <= R_bit_count[2:0] - 1;
            end  
          end  
      end  
    end  
    else  
    begin
      reg R_mosi;
      reg [1:0] R_sclk;
      always @(posedge clk)
      begin
        R_sclk <= {R_sclk[0], sclk};
        R_mosi <= mosi;
      end
      always @(posedge clk)
      begin
        if(csn)
        begin
          R_request_read <= 1'b0;
          R_request_write <= 1'b0;
          R_bit_count <= c_addr_bits+7;  
        end
        else  
        begin
          if(R_sclk == 2'b01)  
          begin
            if(R_request_read)
              R_byte <= data_in;
            else
              R_byte <= { R_byte[8-2:0], mosi };
            if(R_bit_count[c_count_bits-1] == 1'b0)  
            begin
              R_raddr <= { R_raddr[c_addr_bits-1:0], R_mosi };
              R_bit_count <= R_bit_count - 1;
            end
            else  
            begin
              if(R_bit_count[3:0] == 4'd7)  
                R_raddr[c_addr_bits-1:0] <= R_raddr[c_addr_bits-1:0] + 1;
              if(R_bit_count[2:0] == 3'd1)
                R_request_read <= R_raddr[c_addr_bits];
              else
                R_request_read <= 1'b0;
              if(R_bit_count[2:0] == 3'd0)  
              begin
                if(R_raddr[c_addr_bits] == 1'b0)
                  R_request_write <= 1'b1;  
                R_bit_count[3] <= 1'b0;  
              end
              else
                R_request_write <= 1'b0;
              R_bit_count[2:0] <= R_bit_count[2:0] - 1;
            end  
          end  
        end  
      end  
    end  
  endgenerate
  assign rd   = R_request_read;
  assign wr   = R_request_write;
  assign addr = R_raddr[c_addr_bits-1:0];
  assign miso = csn ? 1'bz : R_byte[8-1];
  assign data_out = R_byte;
endmodule
--- flow/run.sh ---
#!/bin/bash
# OpenROAD 26Q1-2900-gdf79404cd8, Yosys 0.63+post, stock flow scripts
make -C /OpenROAD-flow-scripts/flow DESIGN_CONFIG=/design/flow/config.mk WORK_HOME=/design/flow/orfs finish
--- flow/config.mk ---
export PLATFORM = sky130hd
export DESIGN_NAME = spi_osd_v
export DESIGN_NICKNAME = spi_osd_v
export VERILOG_FILES = /design/flow/design.v
export SDC_FILE = /design/flow/constraint.sdc
export NUM_CORES = 4
export LEC_CHECK = 1
export CORE_UTILIZATION = 40
export SYNTH_HDL_FRONTEND = slang
export SYNTH_MEMORY_MAX_BITS = 65536
--- flow/constraint.sdc ---
current_design spi_osd_v

set clk_period 5.2
set clk_io_pct 0.2

create_clock -name clk0 -period $clk_period [get_ports {clk_pixel}]

set non_clock_inputs [all_inputs -no_clocks]
set_input_delay [expr $clk_period * $clk_io_pct] -clock clk0 $non_clock_inputs
set_output_delay [expr $clk_period * $clk_io_pct] -clock clk0 [all_outputs]
==> impl_metrics.json <==
{
  "status": "complete, no violations",
  "rows": 40,
  "vias_per_cell": 5.40,
  "startpoint": "i_hsync",
  "yosys-stat-cells": 449,
  "post-route-drc-count": 0,
  "cts_buffers": 9,
  "drv_cap": 0,
  "cp_max_fo": 13,
  "final_core_util_pct": 49.7,
  "num_vias": 3521,
  "max_freq_ghz": 0.321,
  "timing.hold.ws_ps": 383,
  "drt.antenna.violating_nets": 0,
  "synth_area_mm2": 0.00493,
  "cp-end-kind": "flip-flop",
  "final_layout_size_suffix_gt1_share_pct": 5.74,
  "place_congestion": 0.820,
  "dpl.hpwl_mm": 5.93,
  "slew_viol_final": 0,
  "hold_viol": 0,
  "die_y_um": 113,
  "ys_chip_area_mm2": 0.00493,
  "cp.required_ps": 5170,
  "antenna_found_initial": 0,
  "ys_ff": 99,
  "avgSynthCellArea_um2": 11.0,
  "first_pass_iters": 4,
  "edf_count": 88,
  "grt_max_degree": 55,
  "setup_violations": 0,
  "path_clk_slew_ps": 60,
  "die_w_um": 113,
  "layout_min_cycle_time_ps": 3120,
  "aoi_share_pct": 10.3,
  "routed_wl_mm": 9.20,
  "worstReg2RegEnd": "spirw_slave_inst.R_raddr[20]$_DFFE_PP_",
  "clock_skew_ps": 5.75,
  "worstMarginPinSlew_ps": 857,
  "irDropWorstVdd_mv": 0.142,
  "yosys_warnings": 8,
  "ys.flop_type": "edfxtp_1",
  "power_mw": 1.74,
  "ys_async_sr_fraction_pct": 0,
  "wl_per_cell_um": 14.1,
  "yosys.stat.seqShare_pct": 58.0,
  "mux_area_share_pct": 0.837,
  "tns_ps": 0,
  "ys_sh_simple_pct": 22.0,
  "hp-class": "flip-flop to flip-flop",
  "grt_pass1_wl_mm": 15.8,
  "cts_resized": 0,
  "die_area_mm2": 0.0128,
  "pin_count": 59,
  "drt_iter0_drc": 222,
  "area_growth_pct": 20.9,
  "synth_cells": 449,
  "xor_share_pct": 3.55,
  "cts-hold-fix-buffers": 0,
  "power_density_mw_per_mm2": 291,
  "logic_family": "simple AND/OR/NAND/NOR gates",
  "grt_usage_pct": 15.9,
  "cts_buffer_depth": 2,
  "warnings": 29,
  "cts_sinks": 99,
  "crit_end": "osd_instance.R_ycount[3]$_SDFFCE_PP0P_",
  "max_slew_margin_pct": 42.7,
  "cts_setup_buffers": 0,
  "numPortBuffers": 58,
  "antennaDiodeCount": 0,
  "cts_tree": "yes",
  "worstReg2RegStart": "spirw_slave_inst.R_raddr[0]$_DFFE_PP_",
  "r2r_setup_slack_ps": 2870,
  "dp.cells": 636,
  "criticalPathCategory": "input port to flip-flop",
  "fp-utilization_pct": 41.1,
  "core_area_mm2": 0.0120,
  "ys_types": 57,
  "grt_pass1_vias": 3342,
  "startpoint_type": "input port",
  "final_cell_count_no_fill": 652,
  "cts_root_buf": "clkbuf_16",
  "r2r_cells": 5,
  "grt_overflow": 0,
  "ctsHtreeMaxLevel": 3,
  "synth-adder-area-share_pct": 2.03,
  "clk_latency_ps": 350,
  "timing.final.crit_share_pct": 59.9,
  "arrival_ps": 3090,
  "rsz0062_at_grt": "no",
  "power.leakage_nw": 2.03
}
[layout by cell type (no fill, tap or decap), types with 6 or more instances in the layout]
master,instances
nor3_1,16
o21ai_0,10
nor2_1,44
nand2b_1,26
dfxtp_1,11
and2_1,6
xor2_1,11
inv_1,18
clkdlybuf4s50_1,58
ha_1,8
and3_1,6
nand2_1,31
nand4_1,14
xnor2_1,9
edfxtp_1,88
a21oi_1,23
nand3_1,23
clkbuf_16,9
[through the flow]
step | setup slack (ps) | instance area (µm²)
6_report | 2080 | 5960
5_1_grt | 1910 | 5960
4_1_cts | 2100 | 5960
3_5_place_dp | 1720 | 5640
3_3_place_gp | 1760 | 5640
2_1_floorplan | 2640 | 4930
[flip-flops by register name, summed over array words and instances, names as in the netlist, 2 cells and up]
name                             count
spirw_slave_inst.R_bit_count         7
osd_instance.o_r                     8
spirw_slave_inst.genblk1.R_sclk      2
osd_instance.o_b                     8
osd_instance.o_g                     8
spirw_slave_inst.R_raddr            33
osd_instance.R_xcount               10
osd_instance.R_ycount               10
[synthesized netlist by cell type, types with 2 or more instances]
cell type	number	area, µm²
and4_1	3	26.3
nand3_1	23	115
nor2_1	44	165
nand2_1	31	116
dfxtp_1	11	220
a211o_1	4	35.0
inv_1	18	67.6
nand3b_1	2	15.0
a21o_1	2	15.0
clkbuf_1	20	75.1
o211ai_1	5	37.5
mux2i_1	3	30.0
or3_1	5	31.3
nor4_1	5	31.3
a21oi_1	23	115
o31ai_1	3	22.5
buf_2	3	15.0
nand4_1	14	87.6
a311oi_1	3	26.3
xnor2_1	9	78.8
ha_1	8	100
and2_1	6	37.5
edfxtp_1	88	2640
nor3_1	16	80.1
or4_1	5	37.5
a32o_1	4	40.0
xor2_1	11	96.3
a31oi_1	5	31.3
and3_1	6	37.5
o21ai_0	10	50.1
a211oi_1	4	30.0
nand2b_1	26	163
nor2b_1	5	31.3
[cell type report]
| type | instances | area, µm² |
|---|---|---|
| multi-input combinational | 309 | 1910 |
| fill | 1048 | 6050 |
| clock buffer | 12 | 246 |
| timing repair buffer | 63 | 618 |
| inverter | 18 | 67.6 |
| tap | 147 | 184 |
| clock inverter | 4 | 73.8 |
| sequential | 99 | 2860 |
[power breakdown]
group          internal, mW  leakage [nW]  switching [mW]
Sequential            0.898         0.906          0.0233
Combinational        0.0602         0.970          0.0427
Clock                 0.435         0.157           0.278
Total                  1.39          2.03           0.344
[critical path, stage by stage]
cell and delay, ps:
clkdlybuf4s50_1 490, nor2b_1 700, a21oi_1 160, nor2b_1 700
[worst min path at each step]
stage	start	end	slack, ps	depth (start not counted)
6_report	spirw_slave_inst.genblk1.R_sclk[0]$_DFF_P_	spirw_slave_inst.genblk1.R_sclk[1]$_DFF_P_	380	0
5_1_grt	spirw_slave_inst.genblk1.R_sclk[0]$_DFF_P_	spirw_slave_inst.genblk1.R_sclk[1]$_DFF_P_	400	0
4_1_cts	spirw_slave_inst.genblk1.R_sclk[0]$_DFF_P_	spirw_slave_inst.genblk1.R_sclk[1]$_DFF_P_	380	0
[metal layers]
| metal | vias to the layer above | GRT usage, % | wire [µm] |
|---|---|---|---|
| met5 | - | 0 | 0 |
| met4 | 0 | 2.46 | 187 |
| met3 | 14 | 3.82 | 451 |
| met2 | 87 | 23.1 | 4040 |
| met1 | 1646 | 26.8 | 4520 |
| li1 | 1774 | - | - |
[cells by family (layout without fill, tap and decap cells)]
kind of cell / Yosys count / in the layout
AND/OR/NAND/NOR: 202 / 202
flip-flops: 99 / 99
AND-OR/OR-AND: 75 / 75
buffers and inverters: 41 / 97
XOR/XNOR: 20 / 20
adder cells (fa/ha/maj): 8 / 8
multiplexers: 4 / 4
No activity file was given, so power comes from the tool's default toggle rates.
